### /design/flow/config.mk
export PLATFORM = sky130hd
export DESIGN_NAME = vga_driver
export DESIGN_NICKNAME = vga_driver
export VERILOG_FILES = /design/flow/design.v
export SDC_FILE = /design/flow/constraint.sdc
export NUM_CORES = 4
export LEC_CHECK = 1
export CORE_AREA = 10 10 95 95
export DIE_AREA = 0 0 105 105
### /design/flow/constraint.sdc
current_design vga_driver

set clk_period 2.2
set clk_io_pct 0.2

create_clock -name clk0 -period $clk_period [get_ports {pixClk}]

set non_clock_inputs [all_inputs -no_clocks]
set_input_delay [expr $clk_period * $clk_io_pct] -clock clk0 $non_clock_inputs
set_output_delay [expr $clk_period * $clk_io_pct] -clock clk0 [all_outputs]
### /design/flow/design.v
module vga_digit_display(input  logic       clk, reset,
			 input  logic [3:0] digit,
			 input  logic       digitEn, instrEn,
			 output logic       hSync, vSync, R, G, B);
  logic [9:0] x, y;
  logic       valid;
  vga_pll vga_pll(.inclk0(clk), .c0(pixClk));
  vga_driver driver(pixClk, reset, hSync, vSync, x, y, valid);
  video_gen video(clk, reset, digit, digitEn, instrEn, x, y, R, G, B);
endmodule 
module vga_driver#(parameter H_AV  = 10'd640,  
                             H_FP  = 10'd16,   
                             H_SP  = 10'd96,   
                             H_BP  = 10'd48,   
                             H_END = H_AV + H_FP + H_SP + H_BP,  
                             V_AV  = 10'd480,
                             V_FP  = 10'd11,
                             V_SP  = 10'd2,
                             V_BP  = 10'd32,
                             V_END = V_AV + V_FP + V_SP + V_BP)
                 (input  logic       pixClk, reset,
                  output logic       hSync, vSync,
                  output logic [9:0] x, y,
                  output logic       valid);
  assign hSync = ~((x >= (H_AV + H_FP)) & (x < (H_AV + H_FP + H_SP)));
  assign vSync = ~((y >= (V_AV + V_FP)) & (y < (V_AV + V_FP + V_SP)));
  assign valid = (x < H_AV) & (y < V_AV);
  always @(posedge pixClk, posedge reset) begin
    if (reset) begin
      x <= 0;
      y <= 0;
    end else begin
      x <= x + 10'd1;            
      if (x >= H_END) begin
        x <= 0;                  
        y <= y + 10'd1;          
        if (y >= V_END) y <= 0;  
      end
    end
  end
endmodule
module video_gen(input  logic       clk, reset,
		 input  logic [3:0] digit,
		 input  logic       digitEn, instrEn,
		 input  logic [9:0] x, y,
		 output logic       R, G, B);
  logic       digPix, txtPix;
  logic [3:0] txtSelect;       
  text_select_lfsr_rng tslr(clk, reset, digit, txtSelect);
  dig_gen_rom dgr(digit, digitEn, instrEn, x, y, digPix);
  txt_gen_rom tgr(txtSelect, instrEn, x, y, txtPix);
  assign {R, G, B} = {digPix, (digPix | txtPix), (digPix | txtPix)};
endmodule
module text_select_lfsr_rng#(parameter OPTIONS = 4'd10)  
			   (input  logic       clk, reset,
			    input  logic [3:0] digit,
			    output logic [3:0] txtSelect);
  logic [4:0] q;
  logic [3:0] digitPrev;
  logic [2:0] p;
  logic       en, sclk;
  always_ff @(posedge clk, posedge reset)
    if (reset) p <= 3'd0;
    else       p <= p + 3'd1;
  assign sclk = p[2];
  always_ff @(negedge sclk)
    digitPrev <= digit;
  assign en = digitPrev != digit;  
  always_ff @(posedge clk, posedge reset) begin
    if (reset)   q <= 4'd3;                   
    else if (en) q <= {q[3:0], q[4] ^ q[1]};  
    else         q <= q;
  end
  assign txtSelect = ((q[3:0] > 4'd0 & q[3:0] < OPTIONS) ?
                       q[3:0] : {1'b0, q[3:1]});
endmodule
module dig_gen_rom#(parameter SIZE    = 10'd320,
                              X_START = 10'd160,
                              X_END   = X_START + SIZE - 10'd2,  
                              X_DIV   = 10'd53,   
                              Y_START = 10'd20,
                              Y_END   = Y_START + SIZE,
                              Y_DIV   = 10'd40)   
                  (input  logic [3:0] digit,
                   input  logic       digitEn, instrEn,
                   input  logic [9:0] x, y,
                   output logic       pixel);
  logic [5:0] digrom[79:0];  
  logic [5:0] line;          
  logic [2:0] xoff, yoff;    
  logic       valid;
  initial    $readmemb("roms/digrom.txt", digrom);
  assign valid = (x >= X_START & x < X_END) &
                 (y >= Y_START & y < Y_END);
  assign xoff = (valid) ? ((x - X_START) / X_DIV) : 3'd0;
  assign yoff = (valid) ? ((y - Y_START) / Y_DIV) : 3'd0;
  assign line = (digitEn & ~instrEn) ? {digrom[yoff+{digit, 3'b000}]} : 6'd0;
  assign pixel = (valid) ? line[3'd5 - xoff] : 1'd0;
endmodule
module txt_gen_rom#(parameter SCALE    = 10'd2,
                              WIDTH    = 10'd12,
                              HEIGHT   = 10'd16,
                              X_END    = 10'd636,  
                              Y_START  = 10'd412,  
                              Y_END    = Y_START + HEIGHT,
                              TXT_SIZE = 6'd53)
                  (input  logic [3:0] txtSelect,
                   input  logic       instrEn,
                   input  logic [9:0] x, y,
                   output logic       pixel);
  logic [5:0] charrom[231:0];  
  logic [5:0] line;            
  logic [7:0] txtrom[541:0];   
  logic [7:0] char;            
  logic [5:0] charPos;         
  logic [9:0] txtPos;          
  logic [2:0] xoff, yoff;
  logic       valid;
  initial    $readmemb("roms/charrom.txt", charrom);
  initial    $readmemh("roms/textrom.txt", txtrom);
  assign valid = x < X_END & (y >= Y_START & y < Y_END);
  assign xoff = (valid) ? ((x % WIDTH)   / SCALE) : 3'd0;
  assign yoff = (valid) ? ((y - Y_START) / SCALE) : 3'd0;
  assign charPos = x / WIDTH;
  assign txtPos  = (instrEn) ? 10'd0         
                             : txtSelect * TXT_SIZE;
  assign char    = {txtrom[txtPos+charPos]};
  assign line = {charrom[yoff+{char, 3'b000}]};
  assign pixel = (valid) ? line[3'd5 - xoff] :  1'd0;
endmodule
module gen_red_square(input  logic [9:0] x, y,
                      output logic       R, G, B);
  assign R = ((x > 10'd200) && (y > 10'd120) && (x < 10'd360) && (y < 10'd280));
  assign G = 0;
  assign B = 0;
endmodule
### /design/flow/digrom.txt
// E155 [2011]: Lab 7 - VGA - Digit ROM
//0 ASCII 48
011100
100010
100110
101010
110010
100010
011100
000000
//1 ASCII 49
001000
011000
001000
001000
001000
001000
011100
000000
//2 ASCII 50
011100
100010
000010
001100
010000
100000
111110
000000
//3 ASCII 51
011100
100010
000010
011100
000010
100010
011100
000000
//4 ASCII 52
000100
001100
010100
100100
111110
000100
000100
000000
//5 ASCII 53
111110
100000
111100
000010
000010
100010
011100
000000
//6 ASCII 54
001110
010000
100000
111100
100010
100010
011100
000000
//7 ASCII 55
111110
000010
000100
001000
010000
010000
010000
000000
//8 ASCII 56
011100
100010
100010
011100
100010
100010
011100
000000
//9 ASCII 57
011100
100010
100010
111110
000010
000100
111000
000000
### /design/flow/charrom.txt
// E155 [2011]: Lab 7 - VGA - Character ROM
// A ASCII 65 [00]
011100
100010
100010
111110
100010
100010
000000
000000
//B ASCII 66 [01]
111100
100010
100010
111100
100010
100010
111100
000000
//C  ASCII 67 [02]
011100
100010
100000
100000
100000
100010
011100
000000
//D ASCII 68 [03]
111000
100100
100010
100010
100010
100100
111000
000000
//E ASCII 69 [04]
111110
100000
100000
111100
100000
100000
111110
000000
//F ASCII 70 [05]
111110
100000
100000
111100
100000
100000
100000
000000
//G ASCII 71 [06]
011100
100010
100000
101110
100010
100010
011100
000000
//H ASCII 72 [07]
100010
100010
100010
111110
100010
100010
100010
000000
//I ASCII 73 [08]
011100
001000
001000
001000
001000
001000
011100
000000
//J ASCII 74 [09]
001110
000100
000100
000100
000100
100100
011000
000000
//K ASCII 75 [0A]
100010
100100
101000
110000
101000
100100
100010
000000
//L ASCII 76 [0B]
100000
100000
100000
100000
100000
100000
111110
000000
//M ASCII 77 [0C]
100010
110110
101010
101010
100010
100010
100010
000000
//N ASCII 78 [0D]
100010
100010
110010
101010
100110
100010
100010
000000
//O ASCII 79 [0E]
011100
100010
100010
100010
100010
100010
011100
000000
//P ASCII 80 [0F]
111100
100010
100010
111100
100000
100000
100000
000000
//Q ASCII 81 [10]
011100
100010
100010
100010
101010
100100
011010
000000
//R ASCII 82 [11]
111100
100010
100010
111100
101000
100100
100010
000000
//S ASCII 83 [12]
011110
100000
100000
011100
000010
000010
111100
000000
//T ASCII 84 [13]
111110
001000
001000
001000
001000
001000
001000
000000
//U ASCII 85 [14]
100010
100010
100010
100010
100010
100010
011100
000000
//V ASCII 86 [15]
100010
100010
100010
100010
100010
010100
001000
000000
//W ASCII 87 [16]
100010
100010
101010
101010
101010
010100
010100
000000
//X ASCII 88 [17]
100010
100010
010100
001000
010100
100010
100010
000000
//Y ASCII 89 [18]
100010
100010
100010
010100
001000
001000
001000
000000
//Z ASCII 90 [19]
111110
000010
000100
001000
010000
100000
111110
000000
//(SPACE) ASCII 32 [1A]
000000
000000
000000
000000
000000
000000
000000
000000
//? ASCII 63 [1B]
011110
100001
000001
000110
000100
000000
000100
000000
//! ASCII 33 [1C]
000100
000100
000100
000100
000100
000000
000100
000000
### /design/flow/textrom.txt
// David E Olumese [dolumese@g.hmc.edu] | Dec 2nd 2018
// Text ROM for USELESS Machine Project
// [0] Instructions : "PLACE WRITTEN NUMBER BELOW CAMERA FOR DETECTION"
1A
1A
1A
0F
0B
00
02
04
1A
16
11
08
13
13
04
0D
1A
0D
14
0C
01
04
11
1A
01
04
0B
0E
16
1A
02
00
0C
04
11
00
1A
05
0E
11
1A
03
04
13
04
02
13
08
0E
0D
1A
1A
1A
// [1] "SUCCESS"
1A
1A
1A
1A
1A
1A
1A
1A
1A
1A
1A
1A
1A
1A
1A
1A
1A
1A
1A
1A
1A
1A
1A
12
14
02
02
04
12
12
1A
1A
1A
1A
1A
1A
1A
1A
1A
1A
1A
1A
1A
1A
1A
1A
1A
1A
1A
1A
1A
1A
1A
// [2] "NICE ONE"
1A
1A
1A
1A
1A
1A
1A
1A
1A
1A
1A
1A
1A
1A
1A
1A
1A
1A
1A
1A
1A
1A
0D
08
02
04
1A
0E
0D
04
1A
1A
1A
1A
1A
1A
1A
1A
1A
1A
1A
1A
1A
1A
1A
1A
1A
1A
1A
1A
1A
1A
1A
// [3] "USELESS?!"
1A
1A
1A
1A
1A
1A
1A
1A
1A
1A
1A
1A
1A
1A
1A
1A
1A
1A
1A
1A
1A
1A
14
12
04
0B
04
12
12
1B
1C
1A
1A
1A
1A
1A
1A
1A
1A
1A
1A
1A
1A
1A
1A
1A
1A
1A
1A
1A
1A
1A
1A
// [4] "HMMM YES! NUMBER DETECT I"
1A
1A
1A
1A
1A
1A
1A
1A
1A
1A
1A
1A
1A
1A
07
0C
0C
0C
1A
18
04
12
1C
1A
0D
14
0C
01
04
11
1A
03
04
13
04
02
13
1A
08
1A
1A
1A
1A
1A
1A
1A
1A
1A
1A
1A
1A
1A
1A
// [5] "I SPY WITH MY LITTLE CAMERA A DIGIT"
1A
1A
1A
1A
1A
1A
1A
1A
1A
08
1A
12
0F
18
1A
16
08
13
07
1A
0C
18
1A
0B
08
13
13
0B
04
1A
02
00
0C
04
11
00
1A
00
1A
03
08
06
08
13
1A
1A
1A
1A
1A
1A
1A
1A
1A
// [6] "COOL HANDWRITING MY DUDE"
1A
1A
1A
1A
1A
1A
1A
1A
1A
1A
1A
1A
1A
1A
02
0E
0E
0B
1A
07
00
0D
03
16
11
08
13
08
0D
06
1A
0C
18
1A
03
14
03
04
1A
1A
1A
1A
1A
1A
1A
1A
1A
1A
1A
1A
1A
1A
1A
// [7] "MUCH NUMBER! VERY NUMBER"
1A
1A
1A
1A
1A
1A
1A
1A
1A
1A
1A
1A
1A
1A
0C
14
02
07
1A
0D
14
0C
01
04
11
1C
1A
15
04
11
18
1A
0D
14
0C
01
04
11
1A
1A
1A
1A
1A
1A
1A
1A
1A
1A
1A
1A
1A
1A
1A
// [8] "OH WOW! I AM IMPRESSED"
1A
1A
1A
1A
1A
1A
1A
1A
1A
1A
1A
1A
1A
1A
1A
0E
07
1A
16
0E
16
1C
1A
08
1A
00
0C
1A
08
0C
0F
11
04
12
12
04
03
1A
1A
1A
1A
1A
1A
1A
1A
1A
1A
1A
1A
1A
1A
1A
1A
// [9] "IF YOU ASK ME WHAT IS EVEN THE POINT"
1A
1A
1A
1A
1A
1A
1A
1A
08
05
1A
18
0E
14
1A
00
12
0A
1A
0C
04
1A
16
07
00
13
1A
08
12
1A
04
15
04
0D
1A
13
07
04
1A
0F
0E
08
0D
13
1A
1A
1A
1A
1A
1A
1A
1A
1A
### /design/flow/run.sh
#!/bin/bash
# OpenROAD 26Q1-2900-gdf79404cd8, Yosys 0.63+post, stock flow scripts
make -C /OpenROAD-flow-scripts/flow DESIGN_CONFIG=/design/flow/config.mk WORK_HOME=/design/flow/orfs finish
==> reports/highlights.md <==
- 94.8% — period utilization
- 989 — vias post-DR
- 0.00209 ns — clk_skew
- 5.31% — all-layer global routing usage
- 24 — count of input and output buffers
- reg2out — start-to-end type of the worst setup path
- sky130_fd_sc_hd__dfrtp_1 — Most used DFF post-synth
- 0 — DR DRC count
- 42.1% — share of synthesized area occupied by flip-flops and latches
- 9.14 sq um — synthesized area per cell
- 29 — stage-log warning count
- 25 — I/O pins
- 2 — maximum count of clock buffers along a single path
- 0.07 ns — clock edge transition at the registers on the reported setup and hold paths
- 130 — Yosys Instances
- 1.65 ns — critical path data arrival time
- 3 — CTS buffer count
- 60.9% — Relative slew margins
- 0.00161 sq mm — post-route cell area
- 37 — Yosys cell types
- done — clock tree from TritonCTS
- 21 — largest net degree at the start of global routing
- 0 — number of antenna violations at the first check in global routing
- 0 — number of buffers inserted by hold repair at cts
- 1.76 ns — endpoint required time on the critical path
- no — RSZ-0062 raised after global routing
- 23.3% — final core utilization
- 105 um — die outline height
- 130 — post-synthesis cell count
- sky130_fd_sc_hd__clkbuf_8 — buffer type at the clock tree root
- 287 um — WL met3
- 0 — Final Hold Violating Endpoints
- 4.95 mm — global-route wire length before repair
- 0.0110 sq mm — Total Die Area
- 28 — count of routing violations after the opening detailed-route iteration
- 0.586 ns — worst-margin pin slew
- 6 — cell count of the worst reg-to-reg path
- 0.54 ns — slack of the worst reg-to-reg path
- 0.480 GHz — maximum achievable frequency
- 0.620 nW — leakage component of the power
- 0.00154 sq mm — total placed instance area
- 2.09 ns — final period demand of the worst path
- 20 — Num Clock Sinks
- 4 — number of optimization iterations in the first detailed-route pass
- 11.3 um — average wire length per cell after detail routing
- y[0] — Reg2Reg Launch Point
- in2async — Tightest Hold Check Type
- 17.2% — core utilization before placement
- 0 ns — setup TNS
- 14.0% — layout cell share with drive strength beyond 1
- 0.00119 sq mm — Cell Area, Synth
- output port — Critical Path Sink Type
- 0.00119 sq mm — yosys stat area
- 0 — final count of negative-setup-slack endpoints
- 1 — YS warnings
- 1 — H-tree level count
- 2.15 mm — half-perimeter wire length of the detailed placement result
- 20 — flip-flop and latch count after synthesis
- 0 — number of pins with negative max-slew slack in the final report
- 7 — Max FO, Critical Path
- 30 — FP Rows
- 35.2% — area delta synth->final
- 1.18 mm — metal2 WL
- 0.206 mV — IR Drop Worst-Case VDD
- 100% — share of flip-flops with an asynchronous set or reset
- 0.852 — weighted congestion reported at the end of routability-driven placement
- 0.25 ns — insertion delay to the later sink of the worst-skew pair
- met3 — highest metal layer with signal wires
- 1.39 mm — DRT met1 WL
- 379 mW/mm^2 — total power density per cell area
- 3.91 — post-detailed-route via-to-cell ratio
- 2.86 mm — total wirelength of the detailed-routed design
- 1000 — via count of the first global-routing pass
- 105 um — Chip Width
- 0 — post-detailed-route count of antenna-violating nets
- complete, no violations — outcome
- y[8] — endpoint of the worst-slack reg-to-reg timing path
- 0.514 ns — final hold slack
- 0 — overall overflow remaining after global route
- 0 — Max Cap Violations
- 0 — flip-flops with a built-in enable
- 0 — total inserted antenna cells
- 0.00691 sq mm — Floorplan Core Area
- flip-flop — type of origin of the critical path
==> through the flow <==
step	setup slack [ns]	instances	power [mW]
CTS	0.00757	252	0.624
finish	0.115	253	0.608
global route	0.00173	253	0.647
floorplan	0.743	130	0.380
global placement	0.296	248	0.386
detailed placement	0.253	248	0.386
==> flip-flops by register name, summed over array words and instances (netlist names) <==
name	cells
x	10
y	10
==> worst max-delay path: stages (launching register included) <==
cell and delay [ns]:
sky130_fd_sc_hd__dfrtp_2 0.44, sky130_fd_sc_hd__and3_1 0.18, sky130_fd_sc_hd__and2_1 0.18, sky130_fd_sc_hd__nor2_1 0.11, sky130_fd_sc_hd__clkdlybuf4s50_1 0.47
==> cells in the final DEF (no fill, tap or decap), types with 3 or more instances in the layout <==
cell type                         Yosys  layout
sky130_fd_sc_hd__nor2_1              10      10
sky130_fd_sc_hd__a21oi_1              7       7
sky130_fd_sc_hd__clkbuf_8             0       3
sky130_fd_sc_hd__ha_1                 5       4
sky130_fd_sc_hd__o21ai_0              4       4
sky130_fd_sc_hd__nor3_1               7       7
sky130_fd_sc_hd__xnor2_1              5       5
sky130_fd_sc_hd__inv_1                7       6
sky130_fd_sc_hd__o21ai_1              4       4
sky130_fd_sc_hd__nand3_1             11      11
sky130_fd_sc_hd__clkdlybuf4s50_1      0      23
sky130_fd_sc_hd__nand2_1             16      16
sky130_fd_sc_hd__buf_4                1       7
sky130_fd_sc_hd__dfrtp_1             20      19
==> layout make-up <==
cell class,instances,area [sq um]
fill,762,5300
multi-input combinational,96,622
sequential,20,502
timing repair buffer,31,295
tap,96,120
clock buffer,3,41.3
inverter,7,26.3
==> per-layer routing <==
layer / vias to the layer above / track usage [%]
met3: 0 / 2.73
met4: 0 / 0.196
met1: 446 / 7.11
met5: - / 0
met2: 35 / 7.87
li1: 508 / -
==> logic make-up (layout without fill, tap and decap cells) <==
group	Yosys count	count (layout)	share of synthesized area, %
compound gates	26	26	15.8
fa+ha+maj	5	5	5.26
flops	20	20	42.1
xor+xnor	7	7	5.16
buf+inv	14	41	5.79
simple gates	56	56	24.1
mux	2	2	1.79
==> how the worst max path moves through the flow <==
stage | startpoint | to | slack (ns) | cells after the start
CTS | y[1] | vSync | 0.008 | 5
finish | y[6] | valid | 0.11 | 4
global route | y[7] | valid | 0.002 | 4
==> Yosys cell counts (2+ instances only) <==
cell	count	share of area (%)
sky130_fd_sc_hd__a21oi_1	7	2.9
sky130_fd_sc_hd__and2_1	2	1.1
sky130_fd_sc_hd__and3_1	2	1.1
sky130_fd_sc_hd__buf_2	4	1.7
sky130_fd_sc_hd__dfrtp_1	20	42
sky130_fd_sc_hd__ha_1	5	5.3
sky130_fd_sc_hd__inv_1	7	2.2
sky130_fd_sc_hd__nand2_1	16	5.1
sky130_fd_sc_hd__nand3_1	11	4.6
sky130_fd_sc_hd__nor2_1	10	3.2
sky130_fd_sc_hd__nor3_1	7	2.9
sky130_fd_sc_hd__o21ai_0	4	1.7
sky130_fd_sc_hd__o21ai_1	4	1.7
sky130_fd_sc_hd__o311ai_1	2	1.5
sky130_fd_sc_hd__or3_1	2	1.1
sky130_fd_sc_hd__xnor2_1	5	3.7
sky130_fd_sc_hd__xor2_1	2	1.5
==> power by group <==
part	leakage [nW]	internal (mW)	switching, mW
combinational	0.331	0.00285	0.00741
clock	0.0216	0.122	0.109
sequential	0.268	0.368	0
total	0.620	0.492	0.116
==> what timing repair did <==
action                     in CTS  in global routing
buffers inserted                1                  1
setup endpoints to repair       1                  2
gates cloned                    0                  0
gates resized                   0                  4
No activity file was given, so power comes from the tool's default toggle rates.
